### /design/flow/run.sh
#!/bin/bash
# OpenROAD 26Q1-2900-gdf79404cd8, Yosys 0.63+post, stock flow scripts
make -C /OpenROAD-flow-scripts/flow DESIGN_CONFIG=/design/flow/config.mk WORK_HOME=/design/flow/orfs finish
### /design/flow/config.mk
export PLATFORM = sky130hd
export DESIGN_NAME = PWM
export DESIGN_NICKNAME = PWM
export VERILOG_FILES = /design/flow/design.v
export SDC_FILE = /design/flow/constraint.sdc
export NUM_CORES = 4
export LEC_CHECK = 1
export CORE_UTILIZATION = 40
### /design/flow/constraint.sdc
current_design PWM

set clk_period 5.0
set clk_io_pct 0.2

create_clock -name clk0 -period $clk_period [get_ports {clk}]

set non_clock_inputs [all_inputs -no_clocks]
set_input_delay [expr $clk_period * $clk_io_pct] -clock clk0 $non_clock_inputs
set_output_delay [expr $clk_period * $clk_io_pct] -clock clk0 [all_outputs]
### /design/flow/design.v
module PWM(
	input start, stop, clk, reset,
	input [15:0]PERIOD, ACTIVE,
	output pulse
	);
	wire loadReg, loadCNT, isEq0, isEq1;
	datapath DP(PERIOD, ACTIVE, loadReg, loadCNT, clk, reset, isEq0, isEq1);
	cu	CU(clk, reset, isEq0, isEq1, start, stop, loadReg, loadCNT, pulse);
endmodule
module comparator(
	input [15:0]x,y,
	output isEqual
	);
	assign isEqual = (x==y);
endmodule
module counter(
	input [15:0]d,
	input load, clk, reset,
	output reg [15:0]c);
	always @(posedge clk or posedge reset) begin
		if(reset) begin
			c <= 16'h0000; 
		end
		else if (load) begin
			c <= d;
		end
		else
			c <= c - 16'h0001;
	end
endmodule
module cu(input clk, reset, 
	input isEq0, isEq1, start, stop,
	output reg loadReg, loadCNT, pulse);
	reg[1:0] state;
	reg[1:0] nextState;
	initial begin
		state <= 2'b00;
	end
	always @(posedge clk or posedge reset) begin
		if(reset) begin
			state <= 2'b00;
		end
		else begin
			state <= nextState;
		end
	end
	always @(*) begin
		nextState = 2'b00;
		loadReg = 1'b0;
		loadCNT = 1'b0;
		pulse = 1'bz;
		case(state)
			0:begin
				loadReg = 1;
				loadCNT = 0;
				pulse = 1'bz;
				if(start) begin
					loadCNT = 1;
					nextState = 1;
				end
			end
			1: begin
				pulse = 0;
				loadReg = 0;
				loadCNT = 0;
				if(stop) begin
					nextState = 0;  
					pulse = 1'bz;
				end
				else if(isEq1)
					nextState = 2;	 
				else
					nextState = 1;	 
			end
			2: begin
				pulse = 1;
				if(stop) begin
					nextState = 0;  
					pulse = 1'bz;
				end
				else if(isEq0) begin
					nextState = 1;  
					loadCNT = 1;
				end
				else
					nextState = 2;  
			end
		endcase 
	end
endmodule
module datapath(
	input [15:0] periodIn, activeIn,
	input loadReg, loadCNT, clk, reset,
	output isEq0, isEq1
);
	wire [15:0]count;
	wire [15:0]PERIOD;
	wire [15:0]ACTIVE;
	register COMP0(periodIn, loadReg, clk, PERIOD);
	register COMP1(activeIn, loadReg, clk, ACTIVE);
	comparator cmp0(16'h0000, count, isEq0);	 
	comparator cmp1(ACTIVE, count, isEq1);		 
	counter CNT(PERIOD-4'h0001,loadCNT, clk, reset, count);  
endmodule
module register (
	input [15:0]d,
	input load, clk,
	output reg [15:0]q);
	always @(posedge clk) begin
		if(load)
			q <= d;
	end
endmodule
==> flow_summary.json <==
{
  "synth-area-yosys_um2": 2420,
  "place_inst": 303,
  "clk_latency_ps": 300,
  "wl_per_cell_um": 14.0,
  "grt_pass1_wl_um": 7430,
  "drt_iter0_markers": 111,
  "dp_hpwl_um": 3180,
  "via_per_inst": 4.93,
  "end_kind": "flip-flop",
  "fill_cells": 516,
  "core_um2": 5680,
  "cts_root_buffer": "clkbuf_8",
  "rows": 27,
  "combGateArea_um2": 973,
  "yosys_register_bits": 50,
  "synthCells": 197,
  "fin_setup_tns_ps": 0,
  "top_area_frac": 0.397,
  "die_x_um": 79.8,
  "die-area_um2": 6360,
  "final.setup_skew_ps": 6.86,
  "max_slew.worst_pin.slew_ps": 738,
  "dr_wl_met3_um": 212,
  "fin_cells": 311,
  "drc": 0,
  "synthArstFlopShare": 0.360,
  "ys.flop_type": "edfxtp_1",
  "rsz0062_at_grt": "no",
  "cp_data_arrival_time_ps": 3820,
  "antenna_found_initial": 0,
  "grt_max_degree": 33,
  "gp_congestion": 0.850,
  "ys_seq_share": 0.584,
  "synth.area.top_cells": "edfxtp_1 40%, dfrtp_1 19%, xnor2_1 11%",
  "worstSetupPathType": "in -> reg",
  "die_h_um": 79.8,
  "grt_pass1_vias": 1546,
  "drt-total-wl_um": 4370,
  "slew_viol_final": 0,
  "route.met2.wl_um": 1880,
  "edf_count": 32,
  "drv_cap": 0,
  "period_needed_ps": 3600,
  "syn2layout_area_growth_pct": 22.7,
  "setup_ws_ps": 1400,
  "wl_met1_um": 2240,
  "critPathLaunchType": "input port",
  "slew_headroom": 0.507,
  "p_leak_nw": 1.02,
  "top_area_cell": "edfxtp_1",
  "period_used_share": 0.720,
  "fmax_mhz": 278,
  "clkSinkCount": 50,
  "cts_tree": "yes",
  "topRoutingLayerUsed": "met4",
  "antenna_left": 0,
  "port_buffers": 36,
  "vias": 1534,
  "ys_cells": 197,
  "numCtsBuffers": 5,
  "hp-class": "reg -> reg",
  "post_cts_buffers": 0,
  "track_usage": 0.163,
  "cts.clk_slew.worst_paths_ps": 80,
  "finalHoldViolations": 0,
  "ir_drop_mv": 0.186,
  "warnings": 25,
  "gr-total-overflow": 0,
  "setup_viol": 0,
  "synth_cell_types": 36,
  "pre_cts_ws_ps": 1110,
  "cts.repair.resized": 0,
  "p_per_area_nw_per_um2": 397,
  "drive_gt1_frac": 0.0753,
  "syn_area_um2": 2420,
  "ctsHtreeMaxLevel": 2,
  "core_util_floorplan": 0.426,
  "path_max_fanout": 32,
  "final-seq-area_um2": 1410,
  "io_pins": 37,
  "avgSynthCellArea_um2": 12.3,
  "clockBufferDepth": 2,
  "cp.required_ps": 5220,
  "yosysWarnings": 7,
  "drtPass1Iterations": 6,
  "cts.hold.buffers_added": 0,
  "antennaDiodeCount": 0,
  "outcome": "completed"
}
## layout by cell type, fill, tap and decap left out, types with 3 or more instances in the layout
cell,n
a21oi_1,11
clkbuf_8,5
clkdlybuf4s50_1,36
dfrtp_1,18
edfxtp_1,32
inv_1,3
mux2i_1,4
nand2_1,16
nand4_1,5
nor2_1,16
nor3_1,8
nor4b_1,3
o21ai_0,5
or3_1,6
xnor2_1,29
xor2_1,12
## cells in the mapped netlist, types with 2 or more instances
library cell,count
edfxtp_1,32
xnor2_1,29
dfrtp_1,18
nor2_1,17
nand2_1,16
xor2_1,12
a21oi_1,11
nor3_1,8
or3_1,6
nand4_1,5
o21ai_0,5
mux2i_1,4
inv_1,3
nor4b_1,3
buf_2,2
nand3b_1,2
nor2b_1,2
nor4_1,2
or2_2,2
or4_1,2
## stage by stage
stage	instance area, um2	hold WS, ps	power [mW]	util
2_1_floorplan	2420	456	0.824	-
3_3_place_gp	2860	498	0.918	0.504
3_5_place_dp	2860	507	0.917	0.504
4_1_cts	2970	518	1.20	0.523
5_1_grt	2970	550	1.26	0.523
6_report	2970	506	1.18	0.523
## worst max-delay path, cell delays in order
cell and delay [ps]:
clkdlybuf4s50_1 470, or3b_2 510, o31ai_4 70, buf_4 350
mux2i_1 270, ha_1 260, inv_1 160, a21oi_1 180
and4_1 220, xor2_1 150, nor2_1 50, a21oi_1 110
## logic make-up after synthesis
group	count (synthesis)	synth area share
adders and majority gates	1	0.00517
xor gates and xnor gates	41	0.148
and+or+nand+nor	73	0.173
AOI/OAI and AO/OA	21	0.0585
muxes	4	0.0166
buffers and inverters	7	0.0150
DFF	50	0.584
## final cells by class
| cell class | count | area share |
|---|---|---|
| clock inverters | 1 | 0.0101 |
| well taps | 72 | 0.0304 |
| clock buffers | 7 | 0.0257 |
| flip-flops and latches | 50 | 0.476 |
| repair buffers | 38 | 0.126 |
| inverters | 3 | 0.00379 |
| multi-input cells | 140 | 0.328 |
## worst paths after layout
check                      depth (start not counted)           end  slack (ps)     startpoint
setup / recovery                                  12  DP.CNT.c[14]        1400          start
hold / removal                                     1   DP.CNT.c[0]         510  DP.COMP0.q[0]
setup reg to reg                                  12  DP.CNT.c[14]        1770    DP.CNT.c[2]
hold reg to reg                                    1   DP.CNT.c[0]         510  DP.COMP0.q[0]
max in group asynchronous                          2   CU.state[0]        3410          reset
min in group asynchronous                          2   DP.CNT.c[1]        1120          reset
## power by group
group | total [mW] | switching, mW | internal [mW] | leakage (nW)
Sequential | 0.625 | 0.0975 | 0.527 | 0.526
Combinational | 0.282 | 0.134 | 0.147 | 0.442
Clock | 0.273 | 0.123 | 0.150 | 0.0524
Total | 1.18 | 0.355 | 0.825 | 1.02
## layer usage
layer  global-route usage  vias to the layer above
met3               0.0371                        4
met5                    0                        -
li1                     -                      792
met1                0.288                      702
met2                0.228                       36
met4               0.0125                        0
## flip-flops by register name, summed over array words and instances (netlist names)
register,cells
CU.state,2
DP.COMP1.q,16
DP.COMP0.q,16
DP.CNT.c,16
Power figures rest on the tool's default switching activity, not on a simulated workload.
